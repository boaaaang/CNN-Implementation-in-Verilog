$ cat design/flow/design.v
 module fully_connected #(parameter INPUT_NUM = 48, OUTPUT_NUM = 10, DATA_BITS = 8) (
   input clk,
   input rst_n,
   input valid_in,
   input signed [11:0] data_in_1, data_in_2, data_in_3,
   output reg [11:0] data_out,
   output reg valid_out_fc
 );
 localparam INPUT_WIDTH = 16;
 localparam INPUT_NUM_DATA_BITS = 5;
 reg state;
 reg [INPUT_WIDTH - 1:0] buf_idx;
 reg [3:0] out_idx;
 reg signed [13:0] buffer [0:INPUT_NUM - 1];
 reg signed [DATA_BITS - 1:0] weight [0:INPUT_NUM * OUTPUT_NUM - 1];
 reg signed [DATA_BITS - 1:0] bias [0:OUTPUT_NUM - 1];
 wire signed [19:0] calc_out;
 wire signed [13:0] data1, data2, data3;
 initial begin
   $readmemh("fc_weight.txt", weight);
   $readmemh("fc_bias.txt", bias);
 end
 assign data1 = (data_in_1[11] == 1) ? {2'b11, data_in_1} : {2'b00, data_in_1};
 assign data2 = (data_in_2[11] == 1) ? {2'b11, data_in_2} : {2'b00, data_in_2};
 assign data3 = (data_in_3[11] == 1) ? {2'b11, data_in_3} : {2'b00, data_in_3};
 always @(posedge clk) begin
   if(~rst_n) begin
     valid_out_fc <= 0;
     buf_idx <= 0;
     out_idx <= 0;
     state <= 0;
   end
   if(valid_out_fc == 1) begin
     valid_out_fc <= 0;
   end
   if(valid_in == 1) begin
     if(!state) begin
       buffer[buf_idx] <= data1;
       buffer[INPUT_WIDTH + buf_idx] <= data2;
       buffer[INPUT_WIDTH * 2 + buf_idx] <= data3;
       buf_idx <= buf_idx + 1'b1;
       if(buf_idx == INPUT_WIDTH - 1) begin
         buf_idx <= 0;
         state <= 1;
         valid_out_fc <= 1;
       end
     end else begin  
       out_idx <= out_idx + 1'b1;
       if(out_idx == OUTPUT_NUM - 1) begin
         out_idx <= 0;
       end
       valid_out_fc <= 1;
     end
   end
 end
 assign calc_out = weight[out_idx * INPUT_NUM] * buffer[0] + weight[out_idx * INPUT_NUM + 1] * buffer[1] + 
		  		weight[out_idx * INPUT_NUM + 2] * buffer[2] + weight[out_idx * INPUT_NUM + 3] * buffer[3] + 
  				weight[out_idx * INPUT_NUM + 4] * buffer[4] + weight[out_idx * INPUT_NUM + 5] * buffer[5] + 
	  			weight[out_idx * INPUT_NUM + 6] * buffer[6] + weight[out_idx * INPUT_NUM + 7] * buffer[7] + 
		  		weight[out_idx * INPUT_NUM + 8] * buffer[8] + weight[out_idx * INPUT_NUM + 9] * buffer[9] + 
  				weight[out_idx * INPUT_NUM + 10] * buffer[10] + weight[out_idx * INPUT_NUM + 11] * buffer[11] + 
  				weight[out_idx * INPUT_NUM + 12] * buffer[12] + weight[out_idx * INPUT_NUM + 13] * buffer[13] + 
	  			weight[out_idx * INPUT_NUM + 14] * buffer[14] + weight[out_idx * INPUT_NUM + 15] * buffer[15] + 
  				weight[out_idx * INPUT_NUM + 16] * buffer[16] + weight[out_idx * INPUT_NUM + 17] * buffer[17] + 
  				weight[out_idx * INPUT_NUM + 18] * buffer[18] + weight[out_idx * INPUT_NUM + 19] * buffer[19] + 
  				weight[out_idx * INPUT_NUM + 20] * buffer[20] + weight[out_idx * INPUT_NUM + 21] * buffer[21] + 
  				weight[out_idx * INPUT_NUM + 22] * buffer[22] + weight[out_idx * INPUT_NUM + 23] * buffer[23] + 
  				weight[out_idx * INPUT_NUM + 24] * buffer[24] + weight[out_idx * INPUT_NUM + 25] * buffer[25] + 
  				weight[out_idx * INPUT_NUM + 26] * buffer[26] + weight[out_idx * INPUT_NUM + 27] * buffer[27] + 
  				weight[out_idx * INPUT_NUM + 28] * buffer[28] + weight[out_idx * INPUT_NUM + 29] * buffer[29] + 
  				weight[out_idx * INPUT_NUM + 30] * buffer[30] + weight[out_idx * INPUT_NUM + 31] * buffer[31] + 
  				weight[out_idx * INPUT_NUM + 32] * buffer[32] + weight[out_idx * INPUT_NUM + 33] * buffer[33] + 
  				weight[out_idx * INPUT_NUM + 34] * buffer[34] + weight[out_idx * INPUT_NUM + 35] * buffer[35] + 
  				weight[out_idx * INPUT_NUM + 36] * buffer[36] + weight[out_idx * INPUT_NUM + 37] * buffer[37] + 
  				weight[out_idx * INPUT_NUM + 38] * buffer[38] + weight[out_idx * INPUT_NUM + 39] * buffer[39] + 
	  			weight[out_idx * INPUT_NUM + 40] * buffer[40] + weight[out_idx * INPUT_NUM + 41] * buffer[41] + 
	  			weight[out_idx * INPUT_NUM + 42] * buffer[42] + weight[out_idx * INPUT_NUM + 43] * buffer[43] + 
	  			weight[out_idx * INPUT_NUM + 44] * buffer[44] + weight[out_idx * INPUT_NUM + 45] * buffer[45] + 
  				weight[out_idx * INPUT_NUM + 46] * buffer[46] + weight[out_idx * INPUT_NUM + 47] * buffer[47] + 
  				bias[out_idx];
 assign data_out = calc_out[18:7];
 endmodule
$ cat design/flow/config.mk
export PLATFORM = sky130hd
export DESIGN_NAME = fully_connected
export DESIGN_NICKNAME = fully_connected
export VERILOG_FILES = /design/flow/design.v
export SDC_FILE = /design/flow/constraint.sdc
export NUM_CORES = 4
export LEC_CHECK = 1
export CORE_AREA = 10 10 86 86
export DIE_AREA = 0 0 96 96
export SYNTH_HDL_FRONTEND = slang
export SYNTH_MEMORY_MAX_BITS = 65536
$ cat design/flow/run.sh
#!/bin/bash
# OpenROAD 26Q1-2900-gdf79404cd8, Yosys 0.63+post, stock flow scripts
make -C /OpenROAD-flow-scripts/flow DESIGN_CONFIG=/design/flow/config.mk WORK_HOME=/design/flow/orfs finish
$ cat design/flow/constraint.sdc
current_design fully_connected

set clk_period 2.7
set clk_io_pct 0.2

create_clock -name clk0 -period $clk_period [get_ports {clk}]

set non_clock_inputs [all_inputs -no_clocks]
set_input_delay [expr $clk_period * $clk_io_pct] -clock clk0 $non_clock_inputs
set_output_delay [expr $clk_period * $clk_io_pct] -clock clk0 [all_outputs]
==> Changelog: implementation <==
## Implementation

* Status: finished, final reports clean
* Clock latency (worst-skew pair) at 250 ps
* Count of final setup violators at 0
* Chip area at 0.00922 mm²
* Post-synth EDFFs at 0
* N_diodes at 0
* Yosys warning count at 0
* Unrepaired setup endpoints after global routing: false
* Initial antenna violation count at 0
* Routed Antenna Nets at 0
* Vias in the first global route at 797
* Root Driver: clkbuf_8
* Async SR Flop Fraction at 0%
* Cell count after synthesis at 123
* Largest cells by area after synthesis: dfxtp_1, buf_4, a31oi_1, nor4_4, nand4_1
* CP Launch Type: register
* Hold Path Stages at 2
* Worst R2R End: buf_idx[5]$_DFF_P_
* Worst Hold Class: reg2reg
* Clock-pin slew on the worst setup and hold paths at 70 ps
* Setup bufs post-CTS at 0
* CTS tree: yes
* DP Wirelength at roughly 1500 µm
* Layout cells sized above 1 at roughly 7.3%
* Peak Freq at 535 MHz
* Total gr overflow at 0
* Crit. End Element: register
* # port buffers at 3
* Hold buffers post-CTS at 0
* Seq/Total Area, Yosys at between 30 and 40%
* GR Util All Layers at 4.89%
* Reg-to-reg critical path startpoint: buf_idx[0]$_DFF_P_
* Minimum clock period at 1870 ps
* Lkg Pwr at 0.421 nW
* Count leader, synth: dfxtp_1
* Final hold slack at 473 ps
* H-tree Lvls at 1
* Registers, synthesis at 18
* Max_cap viols at 0
* CTS buffer count at 3
* Max-area cell share at about a third
* # resized after CTS at 0
* Hold endpoint: state$_DFF_P_
* # fillers at approximately 630
* Post-Route M1 WL at 1130 µm
* Final period utilization at 69.3%
* Hold Violations, Final at 0
* Largest net degree at the start of global routing at 27
* Peak supply drop at 0.000175 V
* Yosys Chip Area at 0.00110 mm²
* First-pass GRT wire length at about 3700 µm
* Max Fanout on Critical Path at 26
* Yosys Instances at 123
* Sequential cell area at 360 µm²
* Wire per inst at around 11 µm
* Setup TNS at 0 ps
* Cell variety after synth at 32
* DRT Wirelength at 2230 µm
* CTS Sinks at 18
* Total I/O pin count at roughly 52
* Routed vias at 873
* Worst Reg2Reg Path Length in Cells at 5
* Synth top cells by count: dfxtp_1, a31oi_1, buf_4
* Reg2reg setup slack at 830 ps
* Global placer's final weighted congestion at 0.813
* CTS Buffer Depth at 2
* Die X at 96 µm
* Height of the die at 96 µm
* Vias per inst at 4.48
* Syn-to-layout area delta at 7.88%
* Avg Cell Area, Syn at 8.91 µm²
* Ys flop type: dfxtp_1
* Core box area at 0.00554 mm²
* CP arrival at ~2000 ps
* Log Warnings at 61
* Worst Clk Skew at 2.39 ps
* Mapped cell area at 0.00110 mm²
* # DRC at 0
* Max-slew violations at 0
* Hold Startpoint: state$_DFF_P_
* Top layer in use: met4
* Met3 WL post-DR at between 100 and 150 µm
* Logic area at 628 µm²
* Power Density at 487 mW/mm²
* Critical path class: reg2reg
* Pre-antenna DRT Iters at 4
* Fp_density at between 15 and 20%
* WL met2 at 959 µm
* Crit path DRT at 2840 ps
* Rows at 27
* Yosys top cell by area: dfxtp_1
* Iteration-0 DRC Markers at 45
-- kinds of logic after synthesis --
family | after synthesis | share of synthesized area, %
adders and majority gates | 1 | 1.14
AOI/OAI and AO/OA | 30 | 18.6
and+or+nand+nor | 48 | 30.8
DFF | 18 | 32.9
other | 1 | 0.342
muxes | 2 | 1.83
xor gates and xnor gates | 1 | 0.799
buffers and inverters | 22 | 13.6
-- critical path: stages, from the launching register on --
cell and delay, ps:
dfxtp_1 380, ha_1 350, and3_1 290, nand4_4 340, a31oi_1 300, o22ai_1 90
-- flip-flops by register name (all words and copies together), names as in the netlist --
name	cells
buf_idx	16
state	1
valid_out_fc	1
-- through the flow --
| stage | worst slack [ps] | std cells | instance area, µm² | utilization (%) | power [W] |
|---|---|---|---|---|---|
| after floorplan | 1190 | 134 | 1140 | - | 0.000353 |
| after CTS | 830 | 195 | 1180 | 21.3 | 0.000582 |
| after global placement | 761 | 191 | 1130 | 20.3 | 0.000357 |
| after detailed placement | 764 | 191 | 1130 | 20.3 | 0.000359 |
| after global routing | 668 | 195 | 1180 | 21.3 | 0.000603 |
| final | 830 | 195 | 1180 | 21.3 | 0.000575 |
-- power breakdown --
part / switching, W / internal, W
clock: 0.0000937 / 0.000130
sequential: 0.0000155 / 0.000280
combinational: 0.0000320 / 0.0000248
-- per-layer routing --
layer,global-route usage (%),vias up
met5,0,-
met4,0.614,0
met3,1.73,2
met2,7.46,13
met1,6.71,412
li1,-,446
-- how the worst max path moves through the flow --
stage	start	to	slack, ps
4_1_cts	buf_idx[0]$_DFF_P_	buf_idx[5]$_DFF_P_	830
5_1_grt	buf_idx[0]$_DFF_P_	buf_idx[12]$_DFF_P_	670
6_report	buf_idx[0]$_DFF_P_	buf_idx[5]$_DFF_P_	830
-- layout by cell type, fill, tap and decap left out --
| cell | netlist | final |
|---|---|---|
| a21boi_1 | 1 | 1 |
| a31oi_1 | 14 | 14 |
| a32o_1 | 1 | 1 |
| a41oi_1 | 3 | 3 |
| and2_1 | 5 | 5 |
| and3_1 | 6 | 6 |
| and4_1 | 3 | 3 |
| buf_4 | 13 | 1 |
| clkbuf_8 | 0 | 4 |
| clkdlybuf4s50_1 | 0 | 3 |
| conb_1 | 1 | 12 |
| dfxtp_1 | 18 | 18 |
| ha_1 | 1 | 1 |
| inv_1 | 3 | 3 |
| mux2i_1 | 2 | 2 |
| nand2_1 | 10 | 10 |
| nand2b_1 | 2 | 2 |
| nand3_1 | 5 | 5 |
| nand3b_1 | 3 | 3 |
| nand4_1 | 8 | 8 |
| nand4_4 | 1 | 1 |
| nor2_1 | 1 | 1 |
| nor2b_1 | 1 | 1 |
| nor4_4 | 3 | 3 |
| o2111ai_1 | 2 | 2 |
| o211ai_1 | 2 | 2 |
| o21ai_0 | 1 | 1 |
| o21ai_1 | 4 | 4 |
| o22ai_1 | 1 | 1 |
| o311ai_1 | 1 | 1 |
| xor2_1 | 1 | 1 |
-- final cells by class --
type / count / share of cell area, %
Multi-Input combinational cell: 94 / 53.1
Sequential cell: 18 / 30.5
Timing Repair Buffer: 4 / 3.17
Inverter: 3 / 0.952
Clock buffer: 4 / 4.66
Tap cell: 72 / 7.62
No activity file was given, so power comes from the tool's default toggle rates.
